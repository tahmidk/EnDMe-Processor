==> /design/flow/design.v <==
package definitions;
	typedef enum logic[2:0] {
	  Add = 3'b000,	 
	  Sub = 3'b001,	 
	  Sfl = 3'b010,	 
	  Sfr = 3'b011,	 
	  Equ = 3'b100,	 
	  Gtr = 3'b101,	 
	  And = 3'b110,	 
	  Xor = 3'b111		 
	} ALU_Ops;
	typedef enum logic[3:0] {
	  STORE = 4'b0000, 
	  LB = 4'b0001,	 
	  SB = 4'b0010,	 
	  PUT = 4'b0011,	 
	  BTR = 4'b0100,	 
	  JMP = 4'b0101,	 
	  ADD = 4'b0110,	 
	  SUB = 4'b0111,	 
	  AND = 4'b1000,	 
	  XOR = 4'b1001,	 
	  SFL = 4'b1010,	 
	  SFR = 4'b1011,	 
	  CMP = 4'b1100,	 
	  GTR = 4'b1101,	 
	  DONE = 4'b1111	 
	} Instr_O;
endpackage  
 module incrementor (
	input [15:0] a,
	output [15:0] a_inc
 );
	assign a_inc = a + 1;
 endmodule
==> /design/flow/run.sh <==
#!/bin/bash
# OpenROAD 26Q1-2900-gdf79404cd8, Yosys 0.63+post, stock flow scripts
make -C /OpenROAD-flow-scripts/flow DESIGN_CONFIG=/design/flow/config.mk WORK_HOME=/design/flow/orfs finish
==> /design/flow/config.mk <==
export PLATFORM = sky130hd
export DESIGN_NAME = incrementor
export DESIGN_NICKNAME = incrementor
export VERILOG_FILES = /design/flow/design.v
export SDC_FILE = /design/flow/constraint.sdc
export NUM_CORES = 4
export LEC_CHECK = 1
export CORE_AREA = 10 10 70 70
export DIE_AREA = 0 0 80 80
==> /design/flow/constraint.sdc <==
current_design incrementor

set clk_period 3.4
set clk_io_pct 0.2

create_clock -name clk0 -period $clk_period

set non_clock_inputs [all_inputs -no_clocks]
set_input_delay [expr $clk_period * $clk_io_pct] -clock clk0 $non_clock_inputs
set_output_delay [expr $clk_period * $clk_io_pct] -clock clk0 [all_outputs]
==> deck_impl_summary.md <==
Key Metrics from the Run

Placed design
  • Routability Congestion: 0.7468
  • Post-DP HPWL: approximately 1300 µm
  • PortBufs: 32

STA
  • F_max: 0.3041 GHz
  • Finish-stage setup viols: 0
  • Max-slew violations: 0
  • Relative slew slack: 82.72%
  • Final TNS setup: 0 ps
  • Post-layout period usage: a little over nine tenths
  • Final Hold Vio Count: 0
  • Worst-margin pin slew: between 200 and 300 ps
  • Fin crit period: 3289 ps

Finish
  • Core Util, Final: 21.21%
  • Share of layout cells above drive strength 1: 12.66%
  • Flop area: 0 µm²
  • Fillcell total: 379
  • Seq cells: 0
  • P&R area growth vs syn: 143.3%
  • # clk buffers: 0

Logic synthesis
  • Post-synthesis average cell area: 6.925 µm²
  • Synth top area share: between 20% and 30%
  • Most frequent cell after synthesis: xor2_1
  • Mapped Cells: 43
  • Synth Cell Area: 297.8 µm²
  • Yosys synthesis chip area: 297.8 µm²
  • Area contributors post-synth: xor2_1, xnor2_1, nand4_4
  • Top cells by count: xor2_1, xnor2_1
  • Library cells used by synthesis: 13
  • Cell accounting for the most synthesized area: xor2_1
  • Number of cells in Yosys stat: 43
  • Seq/Total Area, Yosys: 0%
  • Synth warn: 0

Drt
  • Drt total wl: 1412 µm
  • Wire per inst: ~11 µm
  • Initial DRC count: 22
  • Residual DRC: 0
  • # diodes: 0
  • Pre-Repair DR Iteration Count: 3
  • Total number of vias: about 420
  • Via/cell ratio: around 3.4
  • Antenna Violating Nets Remaining: 0
  • Wire length on met2: 689 µm
  • DR top layer: met3
  • Met3 wire length: ~170 µm
  • Met1 wire length: 549 µm

Power
  • Switching Fraction: 33.86%
  • Psw: roughly 24 µW
  • Comb power frac: 100.0%
  • Cell internal pwr: ~46 µW
  • Clock power frac: 0%
  • Maximum VDD drop: 0.01886 mV
  • Seq pwr share: 0%
  • PwrDens: 96.64 nW/µm²
  • Leakage power: 0.0002568 µW

Floorplanning
  • CORE AREA: 3416 µm²
  • Die Wd: 80 µm
  • Die height: roughly 80 µm
  • IO Count: 32
  • FP Core Util: 8.718%
  • Row count: 21
  • DIE AREA: 6400 µm²

Global route
  • GRT Total Usage: 4.133%
  • Largest net degree at the start of global routing: 7
  • Number of global-route vias before repair: approximately 450
  • Antenna violations before repair: 0
  • First-pass GRT wire length: 2166 µm
  • Congestion Overflow GR: 0

Setup path
  • Worst path required time: 2720 ps
  • Critical Path Fanout Max: 4
  • CP endpoint kind: primary output
  • Crit Path Class: input port to primary output
  • Worst Path Arrival: 2610 ps
  • CP Launch Type: input port
  • Launch point of the worst path: a[0]

Flow run
  • Number of warnings in the stage logs: 32
  • MaxCap Viol Count: 0

Outcome
  • Status: finished clean

Hold path
  • HP Start: a[15]
  • Worst Hold Class: input port to primary output

Clocking
  • CTS Hold Bufs: 0
## final timing paths
kind        end  cells after the start
max   a_inc[11]                      7
min   a_inc[15]                      3
## placed cells by master, fill, tap and decap left out, types with 3 or more instances in the layout
| master | n |
|---|---|
| buf_4 | 4 |
| clkdlybuf4s50_1 | 32 |
| inv_1 | 4 |
| nand2_1 | 4 |
| nand3_1 | 4 |
| nand4_1 | 3 |
| nor2_1 | 3 |
| nor3_1 | 4 |
| nor4_2 | 4 |
| xnor2_1 | 5 |
| xor2_1 | 9 |
## cell families (layout without fill, tap and decap cells)
logic type / Yosys count / after routing / synth area share (%)
AND/OR/NAND/NOR: 24 / 24 / 49.58
XOR/XNOR: 14 / 14 / 41.18
buffers and inverters: 4 / 40 / 5.041
adder cells (fa/ha/maj): 1 / 1 / 4.201
## area by class of cell
cell class | instances | area, µm² | area share, %
Inverter | 4 | 15.01 | 2.073
Timing Repair Buffer | 36 | 350.3 | 48.36
Tap cell | 46 | 57.56 | 7.945
Multi-Input combinational cell | 39 | 301.5 | 41.62
## repair_timing
action / in CTS / in global routing
buffers inserted: 0 / 1
resized: 0 / 3
endpoints found under the setup margin: 0 / 3
## power by group through the flow
| stage | Sequential [µW] | Clock [µW] | Combinational [µW] |
|---|---|---|---|
| 6_report | 0 | 0 | 70.0 |
| 5_1_grt | 0 | 0 | 77.2 |
| 4_1_cts | 0 | 0 | 70.3 |
## metrics by stage
step                      area, µm²  total power [µW]  hold slack, ps  worst slack (ps)  instances
final                         724.4             70.01            2292             111.1        125
after floorplan               297.8             12.96            1369              1301         43
after global placement        698.2             69.46            2307             93.69        124
after CTS                     698.2             70.32            2310             83.91        124
after global routing          724.4             77.22            2346            -11.17        125
after detailed placement      698.2             69.92            2310             84.64        124
## per-layer routing
metal / GRT usage, % / up-vias
li1: - / 225
met1: 4.614 / 183
met2: 7.223 / 13
met3: 2.159 / 0
met4: 0 / 0
met5: 0 / -
## worst max-delay path, cell delays in order
cell and delay [ps]:
clkdlybuf4s50_1 520, buf_4 130, nand4_1 200, buf_4 220
nor3_1 200, xnor2_1 150, clkdlybuf4s50_1 490
Power is estimated from default activity; no workload was simulated.
