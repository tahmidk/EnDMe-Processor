==> flow/config.mk <==
export PLATFORM = sky130hd
export DESIGN_NAME = pc
export DESIGN_NICKNAME = pc
export VERILOG_FILES = /design/flow/design.v
export SDC_FILE = /design/flow/constraint.sdc
export NUM_CORES = 4
export LEC_CHECK = 1
export CORE_AREA = 10 10 76 76
export DIE_AREA = 0 0 86 86
==> flow/constraint.sdc <==
current_design pc

set clk_period 1.0
set clk_io_pct 0.2

create_clock -name clk0 -period $clk_period [get_ports {CLK}]

set non_clock_inputs [all_inputs -no_clocks]
set_input_delay [expr $clk_period * $clk_io_pct] -clock clk0 $non_clock_inputs
set_output_delay [expr $clk_period * $clk_io_pct] -clock clk0 [all_outputs]
==> flow/design.v <==
package definitions;
	typedef enum logic[2:0] {
	  Add = 3'b000,	 
	  Sub = 3'b001,	 
	  Sfl = 3'b010,	 
	  Sfr = 3'b011,	 
	  Equ = 3'b100,	 
	  Gtr = 3'b101,	 
	  And = 3'b110,	 
	  Xor = 3'b111		 
	} ALU_Ops;
	typedef enum logic[3:0] {
	  STORE = 4'b0000, 
	  LB = 4'b0001,	 
	  SB = 4'b0010,	 
	  PUT = 4'b0011,	 
	  BTR = 4'b0100,	 
	  JMP = 4'b0101,	 
	  ADD = 4'b0110,	 
	  SUB = 4'b0111,	 
	  AND = 4'b1000,	 
	  XOR = 4'b1001,	 
	  SFL = 4'b1010,	 
	  SFR = 4'b1011,	 
	  CMP = 4'b1100,	 
	  GTR = 4'b1101,	 
	  DONE = 4'b1111	 
	} Instr_O;
endpackage  
module pc (
	input CLK,
	input reset,
	input [1:0] state,
	input [15:0] pcnext_in,
	input [15:0] pcbr_in,
	input br_ctrl,
	output reg [15:0] pc_out
);
	initial pc_out <= -'d1;
	always@(posedge CLK) begin
		if(reset) begin
			case(state) 
				0: pc_out <= -'d1;	 
				1: pc_out <= 'd106;	 
				2: pc_out <= -'d1;	 
				3: pc_out <= 'd106;	 
			endcase
		end
		else if(br_ctrl)
			pc_out <= pcbr_in;
		else
			pc_out <= pcnext_in;
	end
endmodule
==> flow/run.sh <==
#!/bin/bash
# OpenROAD 26Q1-2900-gdf79404cd8, Yosys 0.63+post, stock flow scripts
make -C /OpenROAD-flow-scripts/flow DESIGN_CONFIG=/design/flow/config.mk WORK_HOME=/design/flow/orfs finish
==> notes.md <==
Reports from this run.

- The most flop-heavy register reads pc_out.
- Subtracting the final worst setup slack from the clock period gives 0.970 ns.
- The main area contributors are dfxtp_1 46%, mux2_4 26%, o21a_1 13%.
- The chip occupies 7400 um^2.
- The final antenna diode tally reported by the flow is 0.
- In the final layout, the share of cells above drive strength 1 is 0.252.
- The slew at the pin closest to its max-slew limit reads 0.132 ns.
- Looking at the clock tree report, the H-tree level count equals 1.
- The deepest clock path buffer count reads 2.
- The highest clock rate reads around 1000 MHz.
- The fraction of post-synthesis cell area in the top cell type by area is 0.463.
- The number of synthesized register bits reads 16.
- The global routing usage summed across all routing layers reads 0.0607.
- The cell area reported after detailed placement reads roughly 1300 um^2.
- The hold buffer count at cts is 0.
- The floorplan row count reads 23.
- The final timing report lists a hold violation count of 0.
- For this design the ratio of total power to cell area is between 1000 and 1500 nW/um^2.
- The final weighted congestion in routability-driven placement is ~0.73.
- The fraction of registers with async set/reset reads 0.
- The initial antenna violation count is 0.
- The via count of the first global-routing pass reads between 600 and 700.
- The met2 routing resource usage after global routing reads 0.0899.
- The timing report notes that buffer and inverter cells on the critical path total 1.
- The run finished with clean final reports.
- The number of buffers inserted by port buffering reads roughly 51.
- The library cell occupying the most area in the post-synthesis netlist reads dfxtp_1.
- The overall overflow remaining after global route is 0.
- For this run, the detailed router reports a per-instance via density of roughly 3.8.
- The largest stage delay on the critical path is about 0.29 ns.
- The cell area after synthesis is about 690 um^2.
- The path type of the worst setup path reads register to output pin.
- The leakage dissipation is around 0.0006 uW.
- The max-slew violation total from the final report is 0.
- The wire-length estimate of the detail-placed layout is about 1900 um.
- The capturing element type of the critical path reads an output pin.
- The area figure in the yosys stat output is 692 um^2.
- TritonCTS built the clock tree.
- The register share after synthesis is 0.463.
- The dominant cell by count in the synthesized netlist is dfxtp_1.
- The layout stage reports a final design area of around 1400 um^2.
- The count of max-cap constraint violations is 0.
- met1 track demand over resource after global routing is 0.0807.
- After global routing, the most crowded layer is met2.
- The number of routed nets with antenna violations reads 0.
- The number of warning messages in the yosys log reads 1.
- During I/O placement, the number of pins put on the boundary was ~53.
- The floorplan die height is about 86 um.
- Data on the critical path arrives at its endpoint at around 0.77 ns.
- Entering global routing, the biggest net connects 11 pins.
- The length of the first detailed-routing pass in iterations reads 4.
- The number of flip-flops in the largest register reads 16.
- Setup repair after global routing left no endpoint under its margin.
- The clock-pin transition on the worst setup and hold timing paths reads about 0.06 ns.
- For this run, design rule violations remaining after detail routing come to 0.
- The critical path maximum fanout is 1.
- The type of origin of the critical path reads a register.
- The detail-routed net length per standard cell reads about 14 um.
- The post-route fraction of the period consumed by the critical path is 0.970.
- The number of CTS-inserted buffers reads 3.
- The required time at the worst endpoint is listed as ~0.80 ns.
- After synthesis, the most frequently instantiated cells are 16 x dfxtp_1, 12 x mux2_4, 12 x o21a_1.
- The die extent in x reads between 80 and 90 um.
- The gate-level netlist out of Yosys references 8 unique cell types.
- The post-synthesis average cell area is about 13 um^2.
- Synthesis handed over a netlist of 54 instances.
- The report lists the cells along the critical path as dlygate4sd2_1.
- The global-route wire length before repair is between 3000 and 4000 um.
- The core area reads about 4100 um^2.
- The post-CTS setup buffer count reads 0.
- The global routing met3 resource utilization reads 0.0305.
- In the floorplan report the effective utilization is 0.168.
- The number of OpenROAD warnings reads 26.
- The yosys cell count reads 54.
- VDD sags by at most roughly 0.00047 V.
- Per the detailed-route log, wirelength across all metal layers totals 2290 um.
- The worst pin sits at a relative slew slack of 0.912.
- In this design, the largest share of critical-path delay is due to flip-flops.
- Compared with the post-synthesis result, the final layout area differs by 102%.
- In the final layout, the registers with the most flip-flops are pc_out x16.
- The cell at the slowest stage of the critical path reads dfxtp_1.
- The number of enable flip-flop cells reads 0.
- The number of clock sinks seen by CTS reads 16.
- Post-synth the commonest register cell is dfxtp_1.
- The layout has 423 filler cells.
- Per the CTS log, the root buffer master is clkbuf_8.
- For this block, the via count after detailed routing is 604.
- The DRC violation total after the first TritonRoute iteration reads 14.
- The setup-violating endpoint count in the final report reads 0.
- The worst hold path class is input pin to register.
- The power consumption is 1670 uW.
placed cells by master, fill, tap and decap left out, drive strengths merged:
master and n:
nor2b 4, mux2 12, dfxtp 16, a211o 4, nand2 1, buf 6
bufbuf 2, o21a 12, clkbuf 4, dlygate4sd2 10, clkdlybuf4s50 34, clkdlybuf4s15 6
routing by layer:
metal	up-vias	wire [um]	part of all wire
met5	-	0	0
met4	0	0	0
met3	0	225	0.098
met2	29	1030	0.45
met1	272	1030	0.45
li1	303	-	-
cell type report:
| class | count | area, um^2 | share of cell area |
|---|---|---|---|
| Timing Repair Buffer | 58 | 621 | 0.444 |
| Clock buffer | 4 | 55.1 | 0.0394 |
| Tap cell | 50 | 62.6 | 0.0448 |
| Multi-Input combinational cell | 33 | 334 | 0.239 |
| Sequential cell | 16 | 325 | 0.233 |
metrics by stage:
stage          setup slack (ns)   util  hold slack [ns]  TNS [ns]  std cells
2_1_floorplan            0.0921      -            0.322         0         54
3_3_place_gp             -0.476  0.313            0.810     -7.01        155
3_5_place_dp             -0.489  0.313            0.811     -7.14        155
4_1_cts                 0.00861  0.337            0.494         0        161
5_1_grt                0.000901  0.340            0.516         0        161
6_report                 0.0302  0.340            0.491         0        161
logic make-up after synthesis:
family,Yosys count,synth area share
flip-flops,16,0.463
AND-OR/OR-AND,16,0.181
AND/OR/NAND/NOR,5,0.0416
buffers and inverters,5,0.0542
multiplexers,12,0.260
timing repair:
item	CTS	global route
endpoints found under the setup margin	32	6
cloned	2	0
hold endpoints to repair	0	0
gates resized	20	10
pin swaps	0	0
worst paths after layout:
kind	cells after the start	endpoint	start	slack, ns
max	1	pc_out[5]	pc_out[5]$_SDFF_PP1_	0.03
min	4	pc_out[14]$_DFF_P_	br_ctrl	0.49
report_power, final:
| group | leakage [uW] | total (uW) | internal, uW | switching, uW |
|---|---|---|---|---|
| registers | 0.000134 | 706 | 695 | 11.2 |
| clock network | 0.0000288 | 553 | 348 | 205 |
| logic | 0.000436 | 412 | 316 | 96.2 |
Power figures rest on the tool's default switching activity, not on a simulated workload.
