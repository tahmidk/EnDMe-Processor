## flow/run.sh

```bash
#!/bin/bash
# OpenROAD 26Q1-2900-gdf79404cd8, Yosys 0.63+post, stock flow scripts
make -C /OpenROAD-flow-scripts/flow DESIGN_CONFIG=/design/flow/config.mk WORK_HOME=/design/flow/orfs finish
```

## flow/config.mk

```make
export PLATFORM = sky130hd
export DESIGN_NAME = mux_4
export DESIGN_NICKNAME = mux_4
export VERILOG_FILES = /design/flow/design.v
export SDC_FILE = /design/flow/constraint.sdc
export NUM_CORES = 4
export LEC_CHECK = 1
export CORE_AREA = 10 10 71 71
export DIE_AREA = 0 0 81 81
```

## flow/constraint.sdc

```tcl
current_design mux_4

set clk_period 1.5
set clk_io_pct 0.2

create_clock -name clk0 -period $clk_period

set non_clock_inputs [all_inputs -no_clocks]
set_input_delay [expr $clk_period * $clk_io_pct] -clock clk0 $non_clock_inputs
set_output_delay [expr $clk_period * $clk_io_pct] -clock clk0 [all_outputs]
```

## flow/design.v

```verilog
package definitions;
	typedef enum logic[2:0] {
	  Add = 3'b000,	 
	  Sub = 3'b001,	 
	  Sfl = 3'b010,	 
	  Sfr = 3'b011,	 
	  Equ = 3'b100,	 
	  Gtr = 3'b101,	 
	  And = 3'b110,	 
	  Xor = 3'b111		 
	} ALU_Ops;
	typedef enum logic[3:0] {
	  STORE = 4'b0000, 
	  LB = 4'b0001,	 
	  SB = 4'b0010,	 
	  PUT = 4'b0011,	 
	  BTR = 4'b0100,	 
	  JMP = 4'b0101,	 
	  ADD = 4'b0110,	 
	  SUB = 4'b0111,	 
	  AND = 4'b1000,	 
	  XOR = 4'b1001,	 
	  SFL = 4'b1010,	 
	  SFR = 4'b1011,	 
	  CMP = 4'b1100,	 
	  GTR = 4'b1101,	 
	  DONE = 4'b1111	 
	} Instr_O;
endpackage  
module  mux_4 #(parameter data_width=16)(
	input [data_width-1:0] din_0,
	input [data_width-1:0] din_1,
	input [data_width-1:0] din_2,
	input [data_width-1:0] din_3,
	input [1:0] sel,
	output reg [data_width-1:0] mux_out
);
	always_comb
		begin
			case(sel)
				2'b00: mux_out = din_0;
				2'b01: mux_out = din_1;
				2'b10: mux_out = din_2;
				2'b11: mux_out = din_3;
			endcase
		end
endmodule
```

==> job_summary.md <==
## Synthesis and layout report

| Metric | Value |
|---|---|
| Yosys warning tally | `1` |
| Routed len/inst | `17.04 µm` |
| Final hold viol count | `0` |
| Register area | `0 µm²` |
| Buffers on Ports | `82` |
| Worst min path class | `in -> out` |
| Top Metal Used | `met3` |
| Post-route insts no fill | `150` |
| Top cells by count | `10 x mux4_2, 6 x mux4_1, 2 x buf_2` |
| Die Footprint | `0.006561 mm²` |
| Worst setup margin | `0.04972 ns` |
| HPWL after detailed placement | `2142 µm` |
| Rows | `22` |
| Area leader, netlist | `mux4_2` |
| Init Core Util | `0.1167` |
| RSZ-0062 raised after global routing | `no` |
| Critical path data arrival time | `1.15 ns` |
| Leakage | `0.5599 nW` |
| Rel. slew slack | `0.8995` |
| Hold path depth | `3` |
| Vias | `604` |
| Layout cells sized above 1 | `0.3725` |
| CP Class | `in -> out` |
| Yosys top cell by instances | `mux4_2` |
| Clk pwr share | `0` |
| Routed WL | `2556 µm` |
| Met1 WL | `1003 µm` |
| Tot Pwr | `0.0002759 W` |
| Final min period | `1.450 ns` |
| WHS Endpoint | `mux_out[11]` |
| Mapped Cells | `20` |
| OpenROAD warnings | `32` |
| Pre-CTS WS | `-0.8034 ns` |
| Met3 wire length | `539 µm` |
| Sw power | `0.00006627 W` |
| Synth Cell Area | `424.2 µm²` |
| Period utilization | `0.9669` |
| Worst slew pin tran | `0.1515 ns` |
| Setup violations, final | `0` |
| Crit path capture type | `primary output` |
| Startpoint types | `input pin` |
| Count of flip-flops and latches | `0` |
| DRC | `0` |
| Synth area leaders | `mux4_2 53%, mux4_1 37%, buf_12 4.7%` |
| Yosys cell count | `20` |
| Max-cap viol count | `0` |
| Sw Ratio | `0.2402` |
| Syn Area/Cell | `21.21 µm²` |
| Yosys chip area | `424.2 µm²` |
| First-pass GRT wire length | `3808 µm` |
| Status | `finished, final reports clean` |
| Post-synth seq share | `0` |
| Critical Path RT | `1.20 ns` |
| Share of power burned in registers | `0` |
| Initial antenna violation count | `0` |
| Vias per inst | `4.027` |
| Largest net degree at the start of global routing | `9` |
| Fillers | `413` |
| Placed Instances | `148` |
| Comb pwr share | `1.000` |
| Post-route ant nets | `0` |
| Initial drt markers | `9` |
| Routed wire length on met2 | `1014 µm` |
| P per Cell Area | `232.4 mW/mm²` |
| VDD IR max | `0.1029 mV` |
| Slew Viols, Final | `0` |
| GR Util All Layers | `0.07431` |
| Top-area cell share | `0.5310` |
| Fmax | `689.5 MHz` |
| Pre-antenna DRT Iters | `2` |
| Gr ovfl total | `0` |
| Core footprint | `0.003633 mm²` |
| Chip height | `81 µm` |
| Die W | `81 µm` |
| Io pins | `82` |
| Clkbuf count | `0` |
| Hold wc startpoint | `din_0[11]` |
| Post-synthesis cell type count | `5` |
| Hold_buf cts | `0` |
| Int Pwr | `0.0002097 W` |
| Vias in the first global route | `687` |
| Ant. Diodes | `0` |
| Worst Path Max Fanout | `8` |
| Area Growth Syn to Fin | `179.9%` |
| Final Wtd Congestion | `0.8211` |
| Multi-input logic area | `360.3 µm²` |
## power by group through the flow
stage / clock (W) / sequential [W] / combinational [W]
CTS: 0 / 0 / 0.000281
global route: 0 / 0 / 0.000304
finish: 0 / 0 / 0.000276
## cell usage in the layout, fill, tap and decap left out
cell type | netlist | layout
clkdlybuf4s15_2 | 0 | 1
dlygate4sd2_1 | 0 | 64
mux4_2 | 10 | 16
buf_12 | 1 | 3
buf_2 | 2 | 16
buf_16 | 0 | 2
## area by class of cell
cell class,instances,share of cell area
Tap cell,48,0.05058
Timing Repair Buffer,86,0.6459
Multi-Input combinational cell,16,0.3035
## worst max path at each step
stage	startpoint	endpoint	slack, ns	cells past startpoint
4_1_cts	sel[0]	mux_out[4]	0.005	4
5_1_grt	sel[0]	mux_out[0]	0.003	4
6_report	sel[0]	mux_out[4]	0.05	4
## per-stage QoR
step           cell area [µm²]  setup TNS, ns  utilization  hold WS [ns]
2_1_floorplan            424.2              0            -        0.7592
3_3_place_gp              1304         -12.08       0.3588         1.725
3_5_place_dp              1304         -12.16       0.3588         1.722
4_1_cts                   1179              0       0.3244         1.084
5_1_grt                   1187              0       0.3268         1.095
6_report                  1187              0       0.3268         1.080
## kinds of logic (layout without fill, tap and decap cells)
kind of cell           count (synthesis)  count (layout)  synth area share
muxes                                 16              16            0.9027
buffers and inverters                  4              86           0.09735
## timing repair
| item | 4_1_cts | 5_1_grt |
|---|---|---|
| endpoints found under the setup margin | 16 | 8 |
| setup buffers | 0 | 0 |
| gates cloned | 2 | 0 |
| resized | 130 | 2 |
## routing by layer
metal / global-route usage / up-vias
met2: 0.1019 / 62
li1: - / 272
met5: 0 / -
met4: 0 / 0
met1: 0.09877 / 270
met3: 0.05457 / 0
## worst max-delay path: stages
cell and delay, ns:
buf_12 0.09, buf_12 0.13, mux4_2 0.50, buf_2 0.13
Power figures rest on the tool's default switching activity, not on a simulated workload.
